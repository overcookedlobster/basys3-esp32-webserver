===== /design/flow/run.sh =====
#!/bin/bash
# OpenROAD 26Q1-2900-gdf79404cd8, Yosys 0.63+post, stock flow scripts
make -C /OpenROAD-flow-scripts/flow DESIGN_CONFIG=/design/flow/config.mk WORK_HOME=/design/flow/orfs finish

===== /design/flow/config.mk =====
export PLATFORM = sky130hd
export DESIGN_NAME = input_handler
export DESIGN_NICKNAME = input_handler
export VERILOG_FILES = /design/flow/design.v
export SDC_FILE = /design/flow/constraint.sdc
export NUM_CORES = 4
export LEC_CHECK = 1
export CORE_UTILIZATION = 30

===== /design/flow/constraint.sdc =====
current_design input_handler

set clk_period 4.9
set clk_io_pct 0.2

create_clock -name clk0 -period $clk_period [get_ports {clk}]

set non_clock_inputs [all_inputs -no_clocks]
set_input_delay [expr $clk_period * $clk_io_pct] -clock clk0 $non_clock_inputs
set_output_delay [expr $clk_period * $clk_io_pct] -clock clk0 [all_outputs]

===== /design/flow/design.v =====
module button_debounce(
    input logic clk,       
    input logic btn_in,    
    output logic btn_out   
);
    logic [19:0] counter;
    logic btn_sync_0, btn_sync_1;
    always_ff @(posedge clk) begin
        btn_sync_0 <= btn_in;
        btn_sync_1 <= btn_sync_0;
    end
    always_ff @(posedge clk) begin
        if (btn_sync_1 != btn_out && counter == 0) begin
            btn_out <= btn_sync_1;
            counter <= 20'd1_000_000;   
        end else if (counter > 0) begin
            counter <= counter - 1;
        end
    end
    initial begin
        counter = 20'd0;
        btn_out = 1'b0;
        btn_sync_0 = 1'b0;
        btn_sync_1 = 1'b0;
    end
endmodule
module input_handler(
    input logic clk,             
    input logic [4:0] btn,       
    output logic [4:0] debounced_btn   
);
    generate
        genvar i;
        for (i = 0; i < 5; i = i + 1) begin : btn_debouncers
            button_debounce debounce_inst (
                .clk(clk),
                .btn_in(btn[i]),
                .btn_out(debounced_btn[i])
            );
        end
    endgenerate
endmodule

==> impl_metrics.csv <==
group,metric,value,unit
outcome,status,"finished clean",
clock_network,htreeDepth,4,
timing,finalSetupTns,0,ps
clock_network,worstSkewPairLatency,410,ps
timing,drv_slew,0,
routing,firstDrtPassIters,4,
synth,synth.avg_cell_area,9.39,sq um
cells_and_area,stdcell_count,795,
routing,ant_nets,0,
routing,vias,4102,
setup_path,cp.required,5240,ps
job,warning_count,29,
setup_path,path_max_fanout,15,
cells_and_area,area_growth_syn_to_layout,18.3,%
setup_path,slowest_stage,"or4_1",
timing,fin_skew,5.65,ps
placed_design,dp_hpwl,6.32,mm
placed_design,numPortBuffers,10,
timing,min_period,2550,ps
synth,syn_inst,551,
grt,grt_pass1_vias,3648,
timing,timing.final.crit_share,0.521,
synth,ys.flops,115,
synth,ys_area,5170,sq um
setup_path,max_stage_delay,790,ps
synth,synth_top_cell_by_area,"dfxtp_1",
setup_path,start_kind,"register",
die,chipArea,17800,sq um
die,num_io_pins,11,
clock_network,clock-sinks,115,
clock_network,post_cts.repair.setup_buffers,0,
synth,top_cells_by_count,"dfxtp_1 (110), nor2_1 (31), nor3_1 (29), o21ai_0 (29), xnor2_1 (29)",
routing,drt_wl_total,9.71,mm
synth,synth.distinct_cells,53,
cells_and_area,final_core_util,0.366,
cells_and_area,regArea,2350,sq um
synth,edf_count,5,
synth,top_area_frac,0.426,
cells_and_area,drive_gt1_frac,0.106,
power,p_leak,2.28,nW
setup_path,cp_common_cell,"or4_1",
die,core_area,16700,sq um
cells_and_area,fin_area,6120,sq um
timing,whs,323,ps
clock_network,post_cts_resized,0,
setup_path,crit_path_end_kind,"register",
timing,rsz0062_at_grt,"false",
grt,grt_usage,0.114,
placed_design,place_area,5480,sq um
setup_path,critical_path_class,"reg2reg",
cells_and_area,n_fill_cell,1605,
die,die_h,133,um
grt,grt_pass1_wl,16.9,mm
clock_network,path_clk_slew,50,ps
job,drv_cap,0,
routing,viasPerCell,5.16,
timing,fin_ws,2350,ps
grt,grt_max_degree,17,
synth,async_reset_ff_frac,0,
routing,post-route-drc-count,0,
die,core.rowCount,47,
placed_design,gp_congestion,0.840,
clock_network,cts_max_path_buffers,2,
routing,antenna_cells,0,
timing,fmax,392,MHz
setup_path,path_buffers,0,
synth,seq_area_frac_synth,0.455,
clock_network,cts_buffers,17,
grt,grt-ovfl-total,0,
timing,hold_viol,0,
die,die-width,133,um
die,initial_utilization,0.310,
synth,synth.area.top_cells,"dfxtp_1 (43%), xnor2_1 (4.9%), xor2_1 (3.7%), edfxtp_1 (2.9%), nor3_1 (2.8%)",
power,pwr_density_cell,376,nW/um^2
placed_design,dp_cells,763,
synth,syn_area,5170,sq um
worst_hold_path,hp-class,"reg2reg",
clock_network,cts_tree,"done",
grt,antenna_found_initial,0,
power,p_total,2.30,mW
setup_path,crit_chain,"or4_1 -> or4_1 -> or4_1 -> o21ai_1",
power,ir_worst_vdd,328,uV
synth,synth.most_common_cell,"dfxtp_1",
routing,first_iter_violations,142,
cells_and_area,combGateArea,2660,sq um
synth,yosys_warnings,1,
timing,worstMarginPinSlew,847,ps
setup_path,arrival,2900,ps
placed_design,dp_slack,2390,ps
clock_network,cts_root_buffer,"clkbuf_16",
routing,wl_per_cell,12.2,um
timing,slew_headroom,0.430,
synth,ys_cells,551,
setup_path,cp_top_family,"simple AND/OR/NAND/NOR gates",
timing,setup_viol,0,
clock_network,ctsHoldBuffers,0,
synth,ff_type,"dfxtp_1",
-- layout make-up --
class,count,share of cell area
clock buffers,22,0.0792
clock inverters,10,0.0250
inverters,14,0.00859
multi-input cells,398,0.434
flip-flops and latches,115,0.385
well taps,220,0.0450
repair buffers,16,0.0237
-- layout by cell type, fill, tap and decap left out, drive strengths merged, types with 6 or more instances in the layout --
| cell | instances |
|---|---|
| dfxtp | 110 |
| a21oi | 21 |
| or4 | 15 |
| and3 | 9 |
| or3 | 10 |
| nand2b | 10 |
| nor4 | 23 |
| clkdlybuf4s50 | 10 |
| or2 | 6 |
| nor3 | 30 |
| a31oi | 17 |
| ha | 9 |
| nand4 | 8 |
| xor2 | 22 |
| nor2 | 31 |
| and4 | 6 |
| mux2 | 12 |
| buf | 6 |
| clkbuf | 22 |
| nor4b | 6 |
| nand3 | 12 |
| inv | 14 |
| nand2 | 23 |
| o31ai | 10 |
| a211oi | 18 |
| xnor2 | 29 |
| o21ai | 30 |
-- sequential cells by signal, indices dropped and copies added, names as in the netlist --
| name | count |
|---|---|
| btn_debouncers.debounce_inst.counter | 100 |
| btn_debouncers.debounce_inst.btn_out | 5 |
| btn_debouncers.debounce_inst.btn_sync_0 | 5 |
| btn_debouncers.debounce_inst.btn_sync_1 | 5 |
-- metal layers --
layer,wire length [um],share of wire,GRT usage,vias up
met5,0,0,0,-
met4,210,0.022,0.0215,0
met3,475,0.049,0.0233,13
met2,3990,0.41,0.160,97
met1,5040,0.52,0.184,1897
li1,-,-,-,2095
-- power by group --
group	internal, mW	switching (mW)
Clock	0.899	0.409
Sequential	0.957	0.0116
Combinational	0.0129	0.00966
Total	1.87	0.430
-- cells by family (layout without fill, tap and decap cells) --
group | Yosys count | in the layout | synth area share
xor+xnor | 51 | 51 | 0.0864
simple gates | 208 | 208 | 0.232
compound gates | 114 | 114 | 0.140
flops | 115 | 115 | 0.455
buf+inv | 38 | 62 | 0.0317
fa+ha+maj | 9 | 9 | 0.0218
mux | 16 | 16 | 0.0339
-- path summary, 6_finish.rpt --
check                                             startpoint                                           to  slack, ps  depth (start not counted)
setup / recovery  btn_debouncers[4].debounce_inst.counter[4]  btn_debouncers[4].debounce_inst.counter[19]       2350                          4
hold / removal    btn_debouncers[1].debounce_inst.btn_sync_0   btn_debouncers[1].debounce_inst.btn_sync_1        320                          0
setup reg to reg  btn_debouncers[4].debounce_inst.counter[4]  btn_debouncers[4].debounce_inst.counter[19]       2350                          4
hold reg to reg   btn_debouncers[1].debounce_inst.btn_sync_0   btn_debouncers[1].debounce_inst.btn_sync_1        320                          0
Power is estimated from default activity; no workload was simulated.
